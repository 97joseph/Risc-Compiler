==> /design/flow/design.v <==
module MUX #(
    parameter WIDTH = 32
) (
    output wire [WIDTH-1:0] out, 
    input  wire [WIDTH-1:0] in1, in2,
    input  wire             sel
);
assign out = (sel) ? in1 : in2;
endmodule
module Register_File #(
    parameter WIDTH  = 32,   
    parameter DEPTH  = 32   
) ( 
    output wire  [WIDTH-1:0]            readData1, readData2,
    input  wire  [WIDTH-1:0]            writeData,
    input  wire  [$clog2 (DEPTH)-1:0]   readAddr1, readAddr2, writeAddr,
    input  wire                         writeEnable, 
    input  wire                         clk, 
    input  wire                         reset
);
reg [WIDTH-1:0] MEM [0:DEPTH-1];
integer i;
always @ (negedge clk or negedge reset)
    begin
        if (!reset)
            begin 
                for (i=0; i<DEPTH; i=i+1)
                    begin
                        MEM [i] <= { (WIDTH) {1'b0} };
                    end
            end
        else if (writeEnable) 
            begin
                MEM[writeAddr] <= writeData;
            end
    end 
assign readData1 = MEM[readAddr1];
assign readData2 = MEM[readAddr2];
endmodule
module decodeStage (
    input    wire           regWriteW,
    input    wire   [31:0]  instrD, resultW, aluOutM, pcPlus4D,
    input    wire   [4:0]   writeRegW,
    input    wire           forwardAD, forwardBD,
    input    wire           clk, rst,
    output   wire   [5:0]   opCode, func,
    output   wire   [31:0]  rd1D, rd2D, signImmD,
    output   wire   [31:0]  pcBrancD, pcJumpD,
    output   wire   [4:0]   rsD, rtD, rdE,
    output   wire           equalD
);
wire    [31:0]  signImmDTimes4;
wire    [31:0]  equalDIn1, equalDIn2;
assign  opCode    =   instrD[31:26];
assign  func      =   instrD[5:0];
assign  rsD       =   instrD[25:21];
assign  rtD       =   instrD[20:16];
assign  rdE       =   instrD[15:11];
signExtend #(32,16) U1_signExtend (
    .dataOut(signImmD),
    .dataIn(instrD[15:0])
);
shiftLeftTwice #(32) U2_shiftLeftTwice (
    .out(signImmDTimes4),
    .in(signImmD)
);
pcBranch #(32)  U3_pcBranch (
    .pcBranch(pcBrancD),
    .shiftedSignImm(signImmDTimes4),
    .pcPlusFour(pcPlus4D)
);
shiftLeftTwice #(32, 26) U4_shiftLeftTwice (
    .out(pcJumpD),
    .in(instrD[25:0])
);
Register_File #(32,32) U5_Register_File (
    .readData1(rd1D),
    .readData2(rd2D),
    .writeData(resultW),
    .readAddr1(instrD[25:21]),
    .readAddr2(instrD[20:16]),
    .writeAddr(writeRegW),
    .writeEnable(regWriteW),
    .clk(clk),
    .reset(rst)
);
MUX #(32)  U6_MUX (
    .out(equalDIn1),
    .in1(aluOutM),
    .in2(rd1D),
    .sel(forwardAD)
);
MUX #(32)  U7_MUX (
    .out(equalDIn2),
    .in1(aluOutM),
    .in2(rd2D),
    .sel(forwardBD)
);
equality #(32)  U8_equality (
    .in1(equalDIn1),
    .in2(equalDIn2),
    .equalD(equalD)
);
endmodule
module equality #(
    parameter WIDTH  = 32   
) ( 
    input     wire  [WIDTH-1:0]            in1, in2,
    output    wire                         equalD
);
assign equalD   =   (in1 == in2);
endmodule
module pcBranch #(
    parameter WIDTH = 32
) (
    output wire [WIDTH-1:0] pcBranch, 
    input  wire [WIDTH-1:0] shiftedSignImm,
    input  wire [WIDTH-1:0] pcPlusFour
);
assign pcBranch = shiftedSignImm + pcPlusFour; 
endmodule
module shiftLeftTwice #(
    parameter WIDTHOut = 32,
    parameter WIDTHIn  = 32
) (
    output wire [WIDTHOut-1:0] out, 
    input  wire [WIDTHIn-1:0] in
);
assign out = in << 2; 
endmodule
module signExtend #(
    parameter OUTPUT_WIDTH = 32,
    parameter INPUT_WIDTH  = 16
) (
    output wire [OUTPUT_WIDTH-1:0] dataOut,
    input  wire [INPUT_WIDTH-1:0]  dataIn
);
assign dataOut = {{(OUTPUT_WIDTH-INPUT_WIDTH) {dataIn[INPUT_WIDTH-1]}}, dataIn};
endmodule
==> /design/flow/run.sh <==
#!/bin/bash
# OpenROAD 26Q1-2900-gdf79404cd8, Yosys 0.63+post, stock flow scripts
make -C /OpenROAD-flow-scripts/flow DESIGN_CONFIG=/design/flow/config.mk WORK_HOME=/design/flow/orfs finish
==> /design/flow/config.mk <==
export PLATFORM = sky130hd
export DESIGN_NAME = decodeStage
export DESIGN_NICKNAME = decodeStage
export VERILOG_FILES = /design/flow/design.v
export SDC_FILE = /design/flow/constraint.sdc
export NUM_CORES = 4
export LEC_CHECK = 1
export CORE_UTILIZATION = 50
==> /design/flow/constraint.sdc <==
current_design decodeStage

set clk_period 12.0
set clk_io_pct 0.2

create_clock -name clk0 -period $clk_period [get_ports {clk}]

set non_clock_inputs [all_inputs -no_clocks]
set_input_delay [expr $clk_period * $clk_io_pct] -clock clk0 $non_clock_inputs
set_output_delay [expr $clk_period * $clk_io_pct] -clock clk0 [all_outputs]
==> notes.md <==
impl run done, here's what came out: first-pass GRT wire length 412000 um, Final Hold Viols 0, reg2reg path depth 2, max cap viols 0, Routed WL 305000 um, fin worst setup slack -438 ps, Crit Reg-Reg Endpoint U5_Register_File.MEM[21][25], drt drc 0, Mapped Cells 5068, Worst EP required 9600 ps, area growth from synthesis to layout 18.2%, Die Span Y around 340 um, most common flop cell mapped by yosys dfrtn_1, Biggest register U5_Register_File.MEM, placed cells 6615, hpwl dp ~180000 um, DR pass1 iterations 8, Static Leak approximately 30 nW, largest registers U5_Register_File.MEM: 1024 flops, status finished with violations, Overflow after GRT 0, Area leader share 45.5%, CP Launch Type flip-flop, CP arrival 10040 ps, CP startpoint U5_Register_File.MEM[7][15], # IOs 326, initial antenna violation count 34, Yosys top cell by instances mux2_2, global routing usage on met1 69.4%, clk slew on worst S/H paths approximately 50 ps, RSZ-0062 raised after global routing yes, Critical Path End equalD, Vias 52100, Hold Path Class reg -> reg, Core Region 111000 um^2, Tot GR Track Use 56.1%, share of layout cells above drive strength 1 32.7%, Via-to-Cell Ratio 7.58, critical path peak fanout 3, WS Path Type reg -> out, CTS max path bufs 3, final setup skew 0 ps, area leader, netlist dfrtn_1, Synth flops roughly 1000, number of hold buffers added after CTS 0, Wirelength per Cell 44.3 um, Synth area leaders dfrtn_1 (46%), mux2_2 (21%), a22oi_1 (6.7%), GRT met2 Usage 70.3%, Max Slew Vio Count 0, DP Area between 60000 and 70000 um^2, power density over the cells 163 nW/um^2, met3 Use GR just under 40%, number of enable flip-flop cells 0, FP Util about half, Yosys chip area 56300 um^2, Tightest Pin Transition 1110 ps, pin count of the biggest net entering global routing 127, Avg Cell Area, Syn roughly 11 um^2, CTS tree yes, Initial DRC Count 7233, unique cell type count in the Yosys netlist 92, Peak supply drop 130 uV, RePlAce Congestion approximately 1.1, die area around 110000 um^2, clk ins delay skew pair about 680 ps, final setup violation count 1, clock root cell clkbuf_16, R2R Path Start U5_Register_File.MEM[21][25], ys cells 5068, OpenROAD warnings 46, Post-synth seq share 45.5%, # rows 122, failing checks negative setup slack, total CTS buffers 114, Die X-Extent 338 um, Slew HR 25.7%, Antenna Nets Post-Route 0, Async SR Flop Fraction 100%, # clock sinks 1024, H-tree levels 3, PortBufs about 300, Crit. End Element primary output, max FFs per register 1024, Worst R2R Setup Slack 11010 ps, vias in the first global route 49800, mapped cell area 56300 um^2, Post-Layout Cell Count 6880, synth warn 2, grt peak-use layer met2, final std cell area, no fill 66500 um^2, most frequent cells after synthesis mux2_2 (1029), dfrtn_1 (1024), a22oi_1 (505), and3_1 (375), clkbuf_1 (296)
worst min path at each step:
stage / start / end / slack, ps / cells after the start
after CTS: U5_Register_File.MEM[16][31] / U5_Register_File.MEM[16][31] / 450 / 1
after global routing: U5_Register_File.MEM[16][31] / U5_Register_File.MEM[16][31] / 470 / 1
final: U5_Register_File.MEM[16][31] / U5_Register_File.MEM[16][31] / 460 / 1
per-layer routing:
metal | vias to the layer above | share of wire [%]
met1 | 25800 | 34
met5 | - | 0.24
li1 | 19700 | -
met3 | 1578 | 18
met2 | 5047 | 39
met4 | 43 | 8.7
layout by cell type (no fill, tap or decap), types with 10 or more instances in the layout:
cell type and instances:
a2111oi_0 89, a2111oi_1 19, a2111oi_2 13, a21o_1 13
a21oi_1 58, a221oi_1 25, a222oi_1 18, a22o_1 21
a22oi_1 505, a31oi_1 29, and3_1 374, and4_1 14
buf_12 45, buf_4 288, bufinv_16 17, clkbuf_1 15
clkbuf_16 114, clkbuf_8 26, clkdlybuf4s50_1 296, clkinv_2 25
dfrtn_1 1024, diode_2 44, ha_1 29, inv_1 23
mux2_2 1029, mux2i_1 14, nand2_1 130, nand2_2 10
nand2b_1 16, nand3_1 289, nand3b_1 23, nand4_1 139
nor2_1 97, nor2_4 69, nor3_1 24, nor4_1 41
o21ai_0 21, xnor2_1 71, xor2_1 57
what timing repair did:
item	in CTS	in global routing
resized	25	28
setup endpoints to repair	1	1
setup buffers	5	0
pin swaps	11	3
where the power goes:
part | switching, mW | total (mW) | internal [mW] | leakage (nW)
Combinational | 1.09 | 2.13 | 1.03 | 14.8
Clock | 1.61 | 3.90 | 2.29 | 2.04
Sequential | 0.600 | 4.79 | 4.19 | 13.1
metrics by stage:
step / TNS (ps) / utilization [%] / power [mW] / setup slack (ps) / hold slack [ps]
3_5_place_dp: -373 / 55.8 / 6.83 / -373 / 454
3_3_place_gp: -413 / 55.8 / 6.80 / -413 / 448
6_report: -438 / 59.9 / 10.8 / -438 / 456
4_1_cts: -300 / 59.7 / 10.7 / -300 / 454
5_1_grt: -440 / 59.8 / 11.1 / -440 / 473
2_1_floorplan: 0 / - / 5.70 / 1170 / 440
area by class of cell:
| type | instances | area [um^2] |
|---|---|---|
| fillers | 9106 | 44600 |
| multi-input cells | 3448 | 28600 |
| well taps | 1488 | 1860 |
| inverters | 24 | 90.1 |
| flip-flops and latches | 1024 | 25600 |
| clock buffers | 155 | 3270 |
| clock inverters | 61 | 905 |
| diodes | 44 | 110 |
| repair buffers | 636 | 6070 |
worst max-delay path, stage by stage, from the launching register on:
cell and delay (ps):
dfrtn_1 380, and3_1 160, a2111oi_0 730, and4_1 320, a31oi_1 200, xor2_1 210, nor4_1 310, nand3_1 180
o31ai_4 170, a41oi_2 180, a221oi_2 200, buf_4 200, buf_2 100
cells by family (layout without fill, tap and decap cells):
kind of cell | count (synthesis) | count (layout) | share of synthesized area (%)
simple gates | 1341 | 1341 | 13.4
mux | 1044 | 1044 | 20.9
flops | 1024 | 1024 | 45.5
compound gates | 897 | 897 | 12.4
buf+inv | 601 | 876 | 5.18
xor+xnor | 130 | 130 | 2.02
fa+ha+maj | 30 | 30 | 0.680
other cells | 1 | 50 | 0.00666
Power and IR drop assume default switching activity.
